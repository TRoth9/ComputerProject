### flow/design.v
module AddSubtract	(output reg [7:0]ALU_out,
							 input wire [7:0]Acc_in,		 
							 input wire [7:0]Breg_in,		 
							 input wire SUB,OE,CLK);		 
reg [7:0]TB; 
reg [7:0]ALU_data;
always @(ALU_data or SUB or OE) begin
	if (OE) ALU_out <= ALU_data;			 
end
always @(posedge CLK) begin
	TB = ~Breg_in+1;						 
	if (SUB) begin
		ALU_data <= Acc_in + $signed(TB);
	end else begin
		ALU_data <= Acc_in + Breg_in;
	end
end
endmodule
### flow/run.sh
#!/bin/bash
# OpenROAD 26Q1-2900-gdf79404cd8, Yosys 0.63+post, stock flow scripts
make -C /OpenROAD-flow-scripts/flow DESIGN_CONFIG=/design/flow/config.mk WORK_HOME=/design/flow/orfs finish
### flow/config.mk
export PLATFORM = sky130hd
export DESIGN_NAME = AddSubtract
export DESIGN_NICKNAME = AddSubtract
export VERILOG_FILES = /design/flow/design.v
export SDC_FILE = /design/flow/constraint.sdc
export NUM_CORES = 4
export LEC_CHECK = 1
export CORE_AREA = 10 10 73 73
export DIE_AREA = 0 0 83 83
### flow/constraint.sdc
current_design AddSubtract

set clk_period 2.4
set clk_io_pct 0.2

create_clock -name clk0 -period $clk_period [get_ports {CLK}]

set non_clock_inputs [all_inputs -no_clocks]
set_input_delay [expr $clk_period * $clk_io_pct] -clock clk0 $non_clock_inputs
set_output_delay [expr $clk_period * $clk_io_pct] -clock clk0 [all_outputs]
==> impl_metrics.toml <==
# flow metrics
[critical_path]
arrival_ns = 2.24
worst_setup_path_end_kind = "flip-flop"
crit_cells = 9
startpoint = "Breg_in[0]"
max_stage_delay_ns = 0.51
required_ns = 2.51
critPathMaxFanout = 3
crit_path_start_kind = "primary input"
crit_path_end = "ALU_data[6]"
critPathBufInv = 2
crit_family = "adder cells"
path_cells = "clkdlybuf4s50_1 > ha_1 > inv_1 > fa_1 > o21bai_2 > a21oi_1 > o221ai_1 > nand3_1 > xnor2_1"
path_class = "primary input to flip-flop"
slowest_stage = "clkdlybuf4s50_1"

[route]
drtPass1Iterations = 3
vias = 686
wl_met1_um = 778
viasPerCell = 3.99
final_antenna_net_count = 0
drtIter0Drc = 10
diodes = 0
wl_met2_um = 796
wire_per_inst_um = 9.83
wirelength_um = 1690
drcViolationCount = 0
top_layer_used = "met3"
route.met3.wl_um = 115

[grt]
overflow = 0
antenna_found_initial = 0
grt_usage_pct = 4.36
grt_pass1_vias = 668
grt_pass1_wl_um = 2700
grt_max_degree = 13

[pwr]
leakage_nw = 0.574
powerDensity_nw_per_um2 = 425
peakVddDrop_v = 0.000128
p_total_mw = 0.532

[timing]
relSlewSlack_pct = 76.9
whs_ns = 0.970
finalSetupViolations = 0
post-route-min-period_ns = 2.13
rsz0062_at_grt = "no"
period_used_pct = 88.9
fin_setup_tns_ns = 0
worst-slew-pin-transition_ns = 0.341
unclocked_regs = 8
finalHoldViolCount = 0
drv_slew = 0
fmax_ghz = 0.469
untimed_endpoints = 16

[clock_tree]
ctsResizeCount = 0
cts_max_level = 1
cts_tree = "built"
postCtsHoldBufs = 0
clockRootBuffer = "clkbuf_8"
cts_setup_buffers = 0
clockBufferDepth = 2
cts_buffers = 3
clk_pin_slew_ns = 0.04

[hold_path]
hold_path.class = "primary input to flip-flop"

[run]
warning_count = 33
max_cap_violations = 0

[logic_synthesis]
synth_area_um2 = 891
yosys-stat-cells = 95
ys_ff = 16
yosys_area_um2 = 891
synth.distinct_cells = 32
yosys_warnings = 1
syn_inst = 95
syn_avg_cell_area_um2 = 9.38

[final_layout]
fillers = 404
area_growth_pct = 40.4
post_route_cells_drive_above_1_share_pct = 7.26
fin_util_pct = 33.4
fin_area_um2 = 1250

[place]
numPortBuffers = 26
gp_congestion = 0.731
post-dp-hpwl_um = 1520
place_area_um2 = 1210

[die]
core_area_um2 = 3740
fp.dieH_um = 83
die_w_um = 83
fp-utilization_pct = 23.8
floorplan.rows = 22
die_area_um2 = 6890
io_pins = 27

[run_status]
status = "complete, no violations"
-- cells in the mapped netlist --
cell,n,area [µm²]
buf_2,1,5.00
o21ai_1,2,10.0
nor2b_1,1,6.26
nand4_1,1,6.26
a221oi_2,1,15.0
o21a_1,1,7.51
xnor2_1,7,61.3
dlxtp_1,8,120
buf_6,1,11.3
fa_1,2,40.0
a31oi_1,1,6.26
a22oi_1,1,7.51
o21ai_0,2,10.0
a21oi_2,1,8.76
o211a_1,1,10.0
o221ai_1,1,8.76
o311ai_1,1,8.76
o21bai_2,1,11.3
nand2_1,3,11.3
mux2i_1,2,20.0
o31ai_1,3,22.5
a211oi_1,1,7.51
nand3_1,2,10.0
nor2_1,4,15.0
inv_1,14,52.6
ha_1,15,188
inv_2,1,3.75
dfxtp_1,8,160
a21oi_1,5,25.0
o211ai_1,1,7.51
a21o_1,1,7.51
nand2b_1,1,6.26
-- state kept, by name, summed over array words and instances (netlist names) --
name,cells
ALU_out,8
ALU_data,8
-- per-stage QoR --
| step | setup slack, ns | std cells |
|---|---|---|
| 5_1_grt | 0.130 | 172 |
| 3_3_place_gp | 0.0734 | 169 |
| 3_5_place_dp | 0.0267 | 169 |
| 6_report | 0.266 | 172 |
| 4_1_cts | 0.253 | 172 |
| 2_1_floorplan | 0.668 | 95 |
-- cell usage in the layout, fill, tap and decap left out, drive strengths merged, types with 2 or more instances in the layout --
master / count
a21oi: 6
buf: 2
clkbuf: 3
clkdlybuf4s50: 26
dfxtp: 8
dlxtp: 8
fa: 2
ha: 15
inv: 15
mux2i: 2
nand2: 3
nand3: 2
nor2: 4
o21ai: 4
o31ai: 3
xnor2: 7
-- logic make-up (layout without fill, tap and decap cells) --
group | Yosys count | count (layout) | synth area share [%]
AND/OR/NAND/NOR | 12 | 12 | 6.18
XOR/XNOR | 7 | 7 | 6.88
multiplexers | 2 | 2 | 2.25
flip-flops | 8 | 8 | 18.0
adder cells (fa/ha/maj) | 17 | 17 | 25.6
AND-OR/OR-AND | 24 | 24 | 19.5
buffers and inverters | 17 | 46 | 8.14
latches | 8 | 8 | 13.5
-- metal layers --
layer,global-route usage [%],up-vias
met5,0,-
met4,0.462,0
met3,1.77,0
met2,7.54,15
met1,5.05,293
li1,-,378
-- worst min-delay path, delay by kind of cell --
family | cells | cell delay [ns]
xor gates and xnor gates | 2 | 0.25
buffers and inverters | 1 | 0.42
-- report_power, final --
part           internal (mW)  switching, mW  total (mW)
Clock                  0.108         0.0431       0.151
Combinational          0.108         0.0770       0.185
Sequential             0.188        0.00835       0.196
-- cell type report --
class                   instances  area [µm²]  share of cell area (%)
inverters                      15        56.3                    4.50
multi-input cells              62         538                    43.0
flip-flops and latches         16         280                    22.4
repair buffers                 28         275                    22.0
well taps                      48        60.1                    4.80
clock buffers                   3        41.3                    3.30
-- how the worst min path moves through the flow --
stage                       from           to  cells after the start
after CTS              Acc_in[7]  ALU_data[7]                      3
after global routing  Breg_in[7]  ALU_data[7]                      3
final                  Acc_in[7]  ALU_data[7]                      3
